==> flow/design.v <==
module pipeF(
 input  logic [31:0] instructionF,
 input  logic [31:0] pcF,
 input  logic [31:0] pc_plus_4F,
 input  logic        en,
 input  logic        clk,
 input  logic        clr,
 output logic [31:0] instruction_outD,
 output logic [31:0] pc_outD,
 output logic [31:0] pc_plus_4D
);
always_ff @(posedge clk ) begin
    if (clr) begin
        instruction_outD <= 32'b0;
        pc_outD <= 32'b0;
        pc_plus_4D <= 32'b0;
    end else if (en) begin
        instruction_outD <= instructionF;
        pc_outD <= pcF;
        pc_plus_4D <= pc_plus_4F;
    end
end
endmodule
module pipeD(
input logic [31:0] RD1D,
input logic [31:0] RD2D,
input logic [31:0] immD,
input logic [31:0] pcD,
input logic [4:0] rs1D,
input logic [4:0] rs2D,
input logic [4:0] rdD,
input logic [31:0] pc_plus_4D,
input logic        regwriteD,
input logic [1:0] result_srcD,
input logic        memwriteD,
input logic        alusrcD,
input logic        branchD,
input logic        jumpD,
input logic [3:0] alu_controlD,
input logic        clk, 
input logic        clr,
output logic [31:0] RD1E,
output logic [31:0] RD2E,
output logic [31:0] immE,
output logic [31:0] pcE,
output logic [4:0] rs1E,
output logic [4:0] rs2E,
output logic [4:0] rdE,
output logic [31:0] pc_plus_4E,
output logic        regwriteE,
output logic [1:0] result_srcE,
output logic        memwriteE,
output logic        alusrcE,
output logic        branchE,
output logic        jumpE,
output logic [3:0] alu_controlE
);
always_ff @(posedge clk ) begin
    if (clr) begin
        RD1E <= 32'b0;
        RD2E <= 32'b0;
        immE <= 32'b0;
        pcE <= 32'b0;
        rs1E <= 5'b0;
        rs2E <= 5'b0;
        rdE <= 5'b0;
        pc_plus_4E <= 32'b0;
        regwriteE <= 1'b0;
        result_srcE <= 2'b00;
        memwriteE <= 1'b0;
        alusrcE <= 1'b0;
        branchE <= 1'b0;
        jumpE <= 1'b0;
        alu_controlE <= 4'b0000;
    end else begin
        RD1E <= RD1D;
        RD2E <= RD2D;
        immE <= immD;
        pcE <= pcD;
        rs1E <= rs1D;
        rs2E <= rs2D;
        rdE <= rdD;
        pc_plus_4E <= pc_plus_4D;
        regwriteE <= regwriteD;
        result_srcE <= result_srcD;
        memwriteE <= memwriteD;
        alusrcE <= alusrcD;
        branchE <= branchD;
        jumpE <= jumpD;
        alu_controlE <= alu_controlD;
    end
end
endmodule
module pipeE(
    input logic      regwriteE,
    input logic [1:0] result_srcE,
    input logic      memwriteE,
    input logic [31:0] alu_resultE,
    input logic [31:0] write_dataE  ,
    input logic [31:0] pc_plus_4E,
    input logic [4:0] RdE,
    input logic        clk,
    output logic      regwriteM,
    output logic [1:0] result_srcM,
    output logic      memwriteM,
    output logic [31:0] alu_resultM,
    output logic [31:0] write_dataM  ,
    output logic [31:0] pc_plus_4M,
    output logic [4:0] RdM
);
always_ff @(posedge clk) begin
    regwriteM <= regwriteE;
    result_srcM <= result_srcE;
    memwriteM <= memwriteE;
    alu_resultM <= alu_resultE;
    write_dataM <= write_dataE;
    pc_plus_4M <= pc_plus_4E;
    RdM <= RdE;
end
endmodule
module pipeM(
 input logic      regwriteM,
 input logic [1:0] result_srcM,
 input logic [31:0] alu_resultM,
 input logic [31:0] read_dataM,
 input logic [4:0] RdM,
 input logic [31:0] pc_plus_4M,
 input logic        clk,
 output logic      regwriteW,
 output logic [1:0] result_srcW,
 output logic [31:0] alu_resultW,
 output logic [31:0] read_dataW,
 output logic [4:0] RdW,
 output logic [31:0] pc_plus_4W
);
always_ff @(posedge clk) begin
    regwriteW <= regwriteM;
    result_srcW <= result_srcM;
    alu_resultW <= alu_resultM;
    read_dataW <= read_dataM;
    RdW <= RdM;
    pc_plus_4W <= pc_plus_4M;
end
endmodule
==> flow/run.sh <==
#!/bin/bash
# OpenROAD 26Q1-2900-gdf79404cd8, Yosys 0.63+post, stock flow scripts
make -C /OpenROAD-flow-scripts/flow DESIGN_CONFIG=/design/flow/config.mk WORK_HOME=/design/flow/orfs finish
==> flow/config.mk <==
export PLATFORM = sky130hd
export DESIGN_NAME = pipeE
export DESIGN_NICKNAME = pipeE
export VERILOG_FILES = /design/flow/design.v
export SDC_FILE = /design/flow/constraint.sdc
export NUM_CORES = 4
export LEC_CHECK = 1
export CORE_UTILIZATION = 30
==> flow/constraint.sdc <==
current_design pipeE

set clk_period 1.0
set clk_io_pct 0.2

create_clock -name clk0 -period $clk_period [get_ports {clk}]

set non_clock_inputs [all_inputs -no_clocks]
set_input_delay [expr $clk_period * $clk_io_pct] -clock clk0 $non_clock_inputs
set_output_delay [expr $clk_period * $clk_io_pct] -clock clk0 [all_outputs]
==> flow_metrics.rpt <==
FLOW METRICS REPORT
----------------------------------------------------
[Clocking]
  CTS tree ........................ yes
  Clock edge transition at the registers on the reported setup and hold paths ........................ roughly 0.10 ns
  Number of buffers created by CTS ........................ 9
  Number of sinks on the clock net ........................ 105
  Post-CTS Hold Fix Bufs ........................ 0
  H-tree Lvls ........................ 3
  Clock tree root buffer cell ........................ sky130_fd_sc_hd__clkbuf_8
  Max Root-Sink Buffers ........................ 2

[Power]
  Share of power burned in combinational logic ........................ 0.071
  Switching share of power ........................ 0.182
  Fraction of power consumed by the clock network ........................ 0.370
  Total power after layout ........................ a little under 8 mW
  Sequential Power Share ........................ 0.559
  Internal portion of total power ........................ about 6.5 mW
  Power per cell area ........................ 1970 mW/mm^2
  Worst voltage drop across the vdd grid ........................ about 900 uV
  Net Switching ........................ ~1.4 mW
  Leakage component of the power ........................ 1.83 nW

[Setup path]
  Required @ worst endpoint ........................ roughly 0.80 ns
  Kind of start point of the critical path ........................ register
  Critical setup path kind ........................ register to primary output
  Largest incremental delay on the critical path ........................ about 0.31 ns
  CP top delay family ........................ flip-flops
  Critical path data arrival time ........................ around 0.77 ns
  Slowest stage cell, crit path ........................ sky130_fd_sc_hd__dfxtp_1
  Nature of the critical path endpoint ........................ primary output
  Cell chain of the critical path ........................ buf_2
  Highest net fanout along the worst path ........................ 1
  Count of buffer and inverter cells on the critical path ........................ 1
  Setup crit start ........................ alu_resultM[31]

[Final layout]
  Combinational gate area ........................ 0 um^2
  Design area ........................ just over 0.004 mm^2
  Multi-input gate count ........................ 0
  Area delta synth->final ........................ 92.3%
  Fraction of final layout cells with drive strength greater than 1 ........................ 0.375
  Filler Cell Count ........................ a little under 600

[Final timing]
  Top achievable clock speed ........................ 1030 MHz
  Final Max Tran Viols ........................ 0
  Cycle use final ........................ 0.967
  Setup Viol. Count Final ........................ 0
  Clock period minus final worst setup slack ........................ 0.967 ns
  Setup repair after global routing missed its margin ........................ yes
  Number of hold violations in the final report ........................ 0
  Normalized max-slew margin ........................ 0.932
  Worst Max-Slew Pin Slew ........................ roughly 0.10 ns

[Flow run]
  Number of maximum-capacitance constraint violations ........................ 0
  Log Warnings ........................ 26

[Floorplanning]
  Number of placed I/O pins ........................ around 210
  Die footprint ........................ 0.00735 mm^2
  Die extent in y ........................ approximately 86 um
  Chip width ........................ 85.7 um
  Initial core utilization ........................ 0.309
  Number of placement rows ........................ 30
  Core area ........................ between 0.006 and 0.007 mm^2

[Placement]
  GP Congestion ........................ approximately 0.72
  Placed Instance Area ........................ around 0.0043 mm^2
  Number of port buffers ........................ 210

[Synth]
  Mux contribution to synthesized area ........................ 0
  Gate count after technology mapping ........................ 105
  Yosys stat chip area ........................ 0.00210 mm^2
  Parity-gate share of the synthesized area counting xor and xnor cells ........................ 0
  Register share after synthesis ........................ 1.00
  Simple Share, Synth ........................ 0
  Number of synthesized register bits ........................ 105
  FA/HA/MAJ Cells, Area Fraction ........................ 0
  Number of cells in the yosys synthesis report ........................ 105
  Count of unique library cells instantiated by Yosys ........................ 1
  Syn. warnings ........................ 1
  Compound-Gate Fraction of Synth Area ........................ 0
  Post-Syn Area ........................ roughly 0.0021 mm^2
  Avg Cell Area, Syn ........................ 20.0 um^2

[Global routing]
  Via count of the first global-routing pass ........................ 1409
  Maximum number of pins on one net before global-route repair ........................ 17
  Number of antenna violations at the first check in global routing ........................ 0
  Global-route total usage across every layer ........................ 0.143
  Global route overflow ........................ 0
  Global-route wire length before repair ........................ ~7700 um

[Detailed routing]
  Count of TritonRoute iterations in the first routing pass ........................ 3
  Total wire length after detailed routing ........................ about 5500 um
  Vias post-DR ........................ 1539
  DRC marker count from the first detailed-route iteration ........................ 20
  Number of remaining DRC errors ........................ 0
  Number of antenna diodes ........................ 0
  Wire length per cell ........................ ~13 um
  Antenna Violating Nets Remaining ........................ 0
  Per-cell via count in the routed design ........................ about 3.6

[Min path]
  Min-Delay Startpoint ........................ alu_resultE[30]
  Worst Hold Depth ........................ 1
  WHS Endpoint ........................ alu_resultM[30]
  Hold/Removal Path Class ........................ input port to register

[Outcome]
  Run status ........................ finished, final reports clean

----------------------------------------------------
==> cells by family after synthesis <==
family	after synthesis
flip-flops	105
==> what timing repair did <==
| action | CTS | global route |
|---|---|---|
| setup buffers | 0 | 0 |
| gates resized | 328 | 2 |
| endpoints found under the setup margin | 105 | 31 |
| cloned | 0 | 0 |
==> worst max path at each step <==
stage	endpoint	slack, ns	cells after the start
6_report	alu_resultM[31]	0.03	1
5_1_grt	alu_resultM[2]	-0.02	1
4_1_cts	alu_resultM[23]	0.01	1
==> cells in the final DEF (no fill, tap or decap), drive strengths merged <==
cell type	instances
clkbuf	12
bufinv	2
clkinv	2
dfxtp	105
clkdlybuf4s50	105
buf	105
==> registers in the layout, indices dropped and copies added, names as in the netlist <==
| signal | cells |
|---|---|
| RdM | 5 |
| alu_resultM | 32 |
| memwriteM | 1 |
| pc_plus_4M | 32 |
| regwriteM | 1 |
| result_srcM | 2 |
| write_dataM | 32 |
==> layout make-up <==
cell class,instances,area (um^2),share of cell area
timing repair buffer,210,1580,0.390
clock inverter,4,73.8,0.0183
sequential,105,2110,0.521
tap,96,120,0.0297
clock buffer,12,165,0.0409
==> metal layers <==
metal  vias up  wire length (um)  global-route usage  share of wire
met2       116              2600               0.233           0.48
met5         -                 0                   0              0
met3         7               807              0.0684           0.15
li1        765                 -                   -              -
met1       651              2000               0.183           0.37
met4         0                59              0.0227          0.011
==> power groups by stage <==
stage	clock network, mW	logic (mW)	registers (mW)
CTS	3.03	0.581	4.44
global route	3.21	0.616	4.47
finish	2.94	0.567	4.44
==> synth_stat cells <==
library cell              instances  share of area
sky130_fd_sc_hd__dfxtp_1        105            1.0
==> through the flow <==
step	hold slack, ns	utilization	setup WS [ns]	TNS [ns]	std cells
6_report	0.283	0.595	0.0325	0	427
3_3_place_gp	0.649	0.636	0.0154	0	411
3_5_place_dp	0.652	0.636	0.0180	0	411
5_1_grt	0.258	0.595	-0.0188	-0.207	427
4_1_cts	0.265	0.594	0.0110	0	427
2_1_floorplan	0.228	-	0.538	0	105
Power and IR drop assume default switching activity.
